**flow/constraint.sdc**
```tcl
current_design ALU_MIPS

set clk_period 9.5
set clk_io_pct 0.2

create_clock -name clk0 -period $clk_period

set non_clock_inputs [all_inputs -no_clocks]
set_input_delay [expr $clk_period * $clk_io_pct] -clock clk0 $non_clock_inputs
set_output_delay [expr $clk_period * $clk_io_pct] -clock clk0 [all_outputs]
```
**flow/run.sh**
```bash
#!/bin/bash
# OpenROAD 26Q1-2900-gdf79404cd8, Yosys 0.63+post, stock flow scripts
make -C /OpenROAD-flow-scripts/flow DESIGN_CONFIG=/design/flow/config.mk WORK_HOME=/design/flow/orfs finish
```
**flow/design.v**
```verilog
`timescale 1ns / 100fs
module ALU_MIPS(Output, CarryOut, zero, overflow, negative, BussA, BussB, ALUControl);
output CarryOut,overflow,negative,zero;
output [31:0] Output;
input [31:0] BussA,BussB;
input [1:0] ALUControl;
wire lessthan;
wire [31:0] crrout;
alu1bit alu0(Output[0],crrout[0],BussA[0],BussB[0],ALUControl[1],lessthan,ALUControl);
alu1bit alu1(Output[1],crrout[1],BussA[1],BussB[1],crrout[0],1'b0,ALUControl);
alu1bit alu2(Output[2],crrout[2],BussA[2],BussB[2],crrout[1],1'b0,ALUControl);
alu1bit alu3(Output[3],crrout[3],BussA[3],BussB[3],crrout[2],1'b0,ALUControl);
alu1bit alu4(Output[4],crrout[4],BussA[4],BussB[4],crrout[3],1'b0,ALUControl);
alu1bit alu5(Output[5],crrout[5],BussA[5],BussB[5],crrout[4],1'b0,ALUControl);
alu1bit alu6(Output[6],crrout[6],BussA[6],BussB[6],crrout[5],1'b0,ALUControl);
alu1bit alu7(Output[7],crrout[7],BussA[7],BussB[7],crrout[6],1'b0,ALUControl);
alu1bit alu8(Output[8],crrout[8],BussA[8],BussB[8],crrout[7],1'b0,ALUControl);
alu1bit alu9(Output[9],crrout[9],BussA[9],BussB[9],crrout[8],1'b0,ALUControl);
alu1bit alu10(Output[10],crrout[10],BussA[10],BussB[10],crrout[9],1'b0,ALUControl);
alu1bit alu11(Output[11],crrout[11],BussA[11],BussB[11],crrout[10],1'b0,ALUControl);
alu1bit alu12(Output[12],crrout[12],BussA[12],BussB[12],crrout[11],1'b0,ALUControl);
alu1bit alu13(Output[13],crrout[13],BussA[13],BussB[13],crrout[12],1'b0,ALUControl);
alu1bit alu14(Output[14],crrout[14],BussA[14],BussB[14],crrout[13],1'b0,ALUControl);
alu1bit alu15(Output[15],crrout[15],BussA[15],BussB[15],crrout[14],1'b0,ALUControl);
alu1bit alu16(Output[16],crrout[16],BussA[16],BussB[16],crrout[15],1'b0,ALUControl);
alu1bit alu17(Output[17],crrout[17],BussA[17],BussB[17],crrout[16],1'b0,ALUControl);
alu1bit alu18(Output[18],crrout[18],BussA[18],BussB[18],crrout[17],1'b0,ALUControl);
alu1bit alu19(Output[19],crrout[19],BussA[19],BussB[19],crrout[18],1'b0,ALUControl);
alu1bit alu20(Output[20],crrout[20],BussA[20],BussB[20],crrout[19],1'b0,ALUControl);
alu1bit alu21(Output[21],crrout[21],BussA[21],BussB[21],crrout[20],1'b0,ALUControl);
alu1bit alu22(Output[22],crrout[22],BussA[22],BussB[22],crrout[21],1'b0,ALUControl);
alu1bit alu23(Output[23],crrout[23],BussA[23],BussB[23],crrout[22],1'b0,ALUControl);
alu1bit alu24(Output[24],crrout[24],BussA[24],BussB[24],crrout[23],1'b0,ALUControl);
alu1bit alu25(Output[25],crrout[25],BussA[25],BussB[25],crrout[24],1'b0,ALUControl);
alu1bit alu26(Output[26],crrout[26],BussA[26],BussB[26],crrout[25],1'b0,ALUControl);
alu1bit alu27(Output[27],crrout[27],BussA[27],BussB[26],crrout[26],1'b0,ALUControl);
alu1bit alu28(Output[28],crrout[28],BussA[28],BussB[28],crrout[27],1'b0,ALUControl);
alu1bit alu29(Output[29],crrout[29],BussA[29],BussB[29],crrout[28],1'b0,ALUControl);
alu1bit alu30(Output[30],crrout[30],BussA[30],BussB[30],crrout[29],1'b0,ALUControl);
alu1bit alu31(Output[31],crrout[31],BussA[31],BussB[31],crrout[30],1'b0,ALUControl);
not #(50) notcarry(notcr31,crrout[31]);
mux21 muxcarry31(CarryOut,crrout[31],notcr31,ALUControl[1]);
xor #(50) xor5(overflow,crrout[30],crrout[31]);
addsub add2(addsub31Out,crrout31,BussA[31],BussB[31],crrout[30],ALUControl[1]);
xor #(50) xor6(lessthan,overflow,addsub31Out);
assign negative = Output[31];
or #(50) or1(o1,Output[0],Output[1],Output[2],Output[3]);
or #(50) or2(o2,Output[4],Output[5],Output[6],Output[7]);
or #(50) or3(o3,Output[8],Output[9],Output[10],Output[11]);
or #(50) or4(o4,Output[12],Output[13],Output[14],Output[15]);
or #(50) or5(o5,Output[16],Output[17],Output[18],Output[19]);
or #(50) or6(o6,Output[20],Output[21],Output[22],Output[23]);
or #(50) or7(o7,Output[24],Output[25],Output[26],Output[27]);
or #(50) or8(o8,Output[28],Output[29],Output[30],Output[31]);
or #(50) or9(o9,o1,o2,o3,o4);
or #(50) or10(o10,o5,o6,o7,o8);
nor #(50) nor1(zero,o9,o10);
endmodule
`timescale 1 ps / 100 fs
module alu1bit(result,crrout,a,b,carryin,less,ALUControl);
output result,crrout;
input a,b,carryin,less;
input [1:0] ALUControl;
addsub add1(addsubOut,crrout,a,b,carryin,ALUControl[1]);
xor #(50) xor1(xorOut,a,b);
mux21 mux2(xorlessOut,xorOut,less,ALUControl[1]);
mux21 mux3(result,addsubOut,xorlessOut,ALUControl[0]);
endmodule
`timescale 1 ps / 100 fs
module addsub(Out,cout,a,b,cin,select);
input a,b,cin,select;
output Out,cout;  
not #(50) not1(notb,b);
mux21 mux1(b1,b,notb,select);
adder adder1(Out,cout,a,b1,cin);
endmodule
`timescale 1 ps / 100 fs
module adder(sum,cout,a,b,cin);
input   a,b,cin;
output  cout,sum;
xor #(50) (sum,a,b,cin);
and #(50) and1(c1,a,b);
or #(50) or1(c2,a,b);
and #(50) and2(c3,c2,cin);
or #(50) or2(cout,c1,c3);
endmodule 
`timescale 1 ps / 100 fs
module mux21(O,A,B,sel);
output O;
input A,B,sel;
not #(50) not1(nsel,sel);
and #(50) and1(O1,A,nsel); 
and #(50) and2(O2,B,sel);
or #(50) or2(O,O1,O2);
endmodule
```
**flow/config.mk**
```make
export PLATFORM = sky130hd
export DESIGN_NAME = ALU_MIPS
export DESIGN_NICKNAME = ALU_MIPS
export VERILOG_FILES = /design/flow/design.v
export SDC_FILE = /design/flow/constraint.sdc
export NUM_CORES = 4
export LEC_CHECK = 1
export CORE_UTILIZATION = 40
```
==> flow_summary.ini <==
; flow metrics
[die]
die_area_um2 = 5150
fp-utilization_pct = 41.5
die-width_um = 71.8
core_um2 = 4690
pin_count = 102
die_h_um = 71.8
rows = 25

[finish]
design_area_um2 = 3260
area.sequential_um2 = 0
nClkBuffers = 0
layout_top_cell = clkdlybuf4s50_1
fin_util_pct = 69.5
seq_cell_count = 0
lay_top_cells = clkdlybuf4s50_1, xnor2_1, buf_4, inv_1, fa_2
final_layout_size_suffix_gt1_share_pct = 34.8
areaGrowthSynthToFinish_pct = 67.3

[drt]
ant_nets = 0
totalWireLength_mm = 4.89
via_per_inst = 4.70
vias = 1834
wl_per_cell_um = 12.5
drt-initial-drc-count = 58
drt_pass1_iterations = 4
antenna_cells_inserted = 0
drc = 0

[setup_path]
worst-path-buf-inv = 5
crit_cells = 41
crit_family = adder cells
critical_path.most_common_cell = fa_2
crit_slowest_cell = or4_4
cp.required_ns = 7.60
startpoint_type = primary input
startpoint = BussB[0]
path_max_fanout = 2
slowest_delay_ns = 0.42
crit_type = primary input to primary output
crit_arrival_ns = 13.75
crit_path_end_kind = primary output

[outcome]
outcome = finished with violations
violations = negative setup slack

[job]
cap_violations = 0
warnings = 38

[worst_hold_path]
worstHoldPathCells = 5
hold_path_class = primary input to primary output
min-delay-start = ALUControl[1]

[timing]
setup_viol = 23
max-slew-margin-rel_pct = 74.6
layout_setup_ws_ns = -6.15
fmax_mhz = 63.9
rsz0062_at_grt = yes
hold_violations = 0
fin_crit_sh_pct = 165
fin_crit_ns = 15.65
slew_violations = 0
worst_pin_slew_ns = 0.381

[power]
p_total_mw = 0.254
irDropWorstVdd_v = 0.0000445
leakagePower_nw = 1.31
power_density_nw_per_um2 = 77.8

[logic_synthesis]
synth_top_area_share_pct = 32.9
ys_cells = 221
synth_cell_types = 18
area_leaders = fa_1, xnor2_1, buf_4, o22ai_1, inv_1
syn_area_um2 = 1950
avgSynthCellArea_um2 = 8.82
yosys.area.top_type = fa_1
ys_area_um2 = 1950
synthCells = 221
synth_seq_share_pct = 0
yosysWarnings = 24

[grt]
grt_antenna_before_repair = 0
first_global_vias = 1854
grt_pass1_wl_mm = 8.02
grt_overflow_total = 0
grt_max_degree = 34
track_usage_pct = 20.1

[place]
port-buffer-count = 101
gp_congestion = 0.869
place_area_um2 = 3200
hpwl_mm = 4.03
## cell usage after synthesis
library cell  count
xnor2_1          60
o22ai_1          31
nand2_1           2
buf_6             2
fa_1             32
a21oi_1           1
clkbuf_1          3
xor2_1            4
nor2_1            1
nor4_2            1
mux2_2            1
or4_1             2
nand4_1           1
nand2b_4          1
buf_4            34
buf_2             4
inv_1            35
nor4_1            6
## metal layers
layer / global-route usage [%] / share of wire (%) / wire length (um)
met2: 33.5 / 48 / 2370
met3: 2.28 / 5.2 / 252
met4: 1.53 / 0.82 / 40
met1: 30.6 / 46 / 2230
met5: 0 / 0 / 0
## repair_timing
action	in CTS	in global routing
buffers inserted	4	1
endpoints found under the setup margin	24	23
endpoints found under the hold margin	0	0
gates resized	36	18
hold buffers	0	0
pin swaps	10	11
## per-stage QoR
stage	instances	TNS [ns]	worst slack, ns	hold slack, ns
2_1_floorplan	221	-72.99	-5.78	3.95
3_3_place_gp	386	-94.31	-6.88	4.66
3_5_place_dp	386	-95.13	-6.94	4.66
4_1_cts	390	-90.46	-6.44	4.28
5_1_grt	390	-90.85	-6.49	4.33
6_report	390	-84.50	-6.15	4.30
## final cells by class
type | instances | area (um2)
well taps | 54 | 67.6
repair buffers | 158 | 1410
fillers | 395 | 1430
multi-input cells | 143 | 1650
inverters | 35 | 131
## power by group
group | total [mW] | switching [mW] | leakage (nW) | internal (mW)
Clock | 0 | 0 | 0 | 0
Sequential | 0 | 0 | 0 | 0
Combinational | 0.254 | 0.0926 | 1.31 | 0.161
## path summary, 6_finish.rpt
kind	slack [ns]	to
worst max-delay path	-6.15	zero
worst min-delay path	4.30	Output[0]
## cell families after synthesis
group | share of synthesized area, %
AOI/OAI and AO/OA | 10.2
adders and majority gates | 32.9
muxes | 0.578
buffers and inverters | 22.6
xor gates and xnor gates | 28.8
and+or+nand+nor | 4.95
Power and IR drop assume default switching activity.
